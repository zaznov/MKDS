==> design.v <==
module mux_128_8(	
input logic [3:0]mux_sel,
input logic [7:0]data_0,
input logic [7:0]data_1,
input logic [7:0]data_2,
input logic [7:0]data_3,
input logic [7:0]data_4,
input logic [7:0]data_5,
input logic [7:0]data_6,
input logic [7:0]data_7,
input logic [7:0]data_8,
input logic [7:0]data_9,
input logic [7:0]data_10,
input logic [7:0]data_11,
input logic [7:0]data_12,
input logic [7:0]data_13,
input logic [7:0]data_14,
input logic [7:0]data_15,
output logic [7:0]data_out
);
always_comb
	case(mux_sel)
	0: data_out = data_0;
	1: data_out = data_1;
	2: data_out = data_2;
	3: data_out = data_3;
	4: data_out = data_4;
	5: data_out = data_5;
	6: data_out = data_6;
	7: data_out = data_7;
	8: data_out = data_8;
	9: data_out = data_9;
	10: data_out = data_10;
	11: data_out = data_11;
	12: data_out = data_12;
	13: data_out = data_13;
	14: data_out = data_14;
	15: data_out = data_15;
	endcase
endmodule 
==> run.sh <==
#!/bin/bash
# OpenROAD 26Q1-2900-gdf79404cd8, Yosys 0.63+post, stock flow scripts
make -C /OpenROAD-flow-scripts/flow DESIGN_CONFIG=/design/flow/config.mk WORK_HOME=/design/flow/orfs finish
==> config.mk <==
export PLATFORM = sky130hd
export DESIGN_NAME = mux_128_8
export DESIGN_NICKNAME = mux_128_8
export VERILOG_FILES = /design/flow/design.v
export SDC_FILE = /design/flow/constraint.sdc
export NUM_CORES = 4
export LEC_CHECK = 1
export CORE_AREA = 10 10 98 98
export DIE_AREA = 0 0 108 108
==> constraint.sdc <==
current_design mux_128_8

set clk_period 2.5
set clk_io_pct 0.2

create_clock -name clk0 -period $clk_period

set non_clock_inputs [all_inputs -no_clocks]
set_input_delay [expr $clk_period * $clk_io_pct] -clock clk0 $non_clock_inputs
set_output_delay [expr $clk_period * $clk_io_pct] -clock clk0 [all_outputs]
==> reports/metrics.cfg <==
[routing]
via_per_inst=4.80
dr.pass1.iters=4
routed_wl_mm=8.27
vias=2191
final_antenna_net_count=0
wire_per_inst_um=18.1
drt_iter0_drc=74
diodes=0
drc=0

[critical_path]
required_ps=2000
worstPathCellList=buf_8 > buf_6 > nand4b_1 > buf_4 > o22ai_2 > or4_4 > o32a_1 > buf_2
critPathBufInv=4
startpoint_type=primary input
worst_path_max_delay_cell=or4_4
end_kind=primary output
path_class=primary input to primary output
critPathLaunch=mux_sel[1]
cp.depth=8
crit_family=simple AND/OR/NAND/NOR gates
arrival_ps=2000
worst-path-max-fanout=4
slowest_delay_ps=490
crit_path_end=data_out[3]

[timing]
fin_crit_sh=0.999
setup_slack_ps=2.85
period_needed_ps=2500
hold_violations=0
fmax_mhz=400
slew_headroom=0.710
rsz0062_at_grt=yes
timing.hold.ws_ps=1650
tns_ps=0
worstMarginPinSlew_ps=429
slew_violations=0
finalSetupViolCount=0

[yosys]
synth.largest_area_cell=nand3b_1
synth_cell_types=50
synth_area_um2=1330
yosys_cells=196
synth_area_per_cell_um2=6.77
ys_top_cells_by_area=nand3b_1 (11%), mux2i_1 (11%), a221oi_1 (6.6%)
synth.most_common_cell=nand3b_1
synthCells=196
ys_sh_simple=0.370
top_area_frac=0.107
yosysWarnings=1
yosys.area_share.aoi=0.385
synth_adder_area_share=0
ys_seq_share=0
ys_chip_area_um2=1330
mux_share=0.131
logic_family=AND-OR/OR-AND gates
top_cells_by_count=nand3b_1 (19), a21oi_1 (17), mux2i_1 (14), a221oi_1 (10), buf_2 (10)
xor_share=0

[cells_and_area]
fillCellCount=759
flop_area_um2=0
final_layout_size_suffix_gt1_frac=0.229
logic_area_um2=1290
syn_to_final_growth_pct=141
ff_count=0
clkbuf_count=0
final-instance-count-excl-fill=456

[power_and_ir_drop]
power.density_nw_per_um2=155
p_leak_nw=1.29
vdd_drop_max_v=0.0000575
total_power_mw=0.496

[global_route]
first_global_vias=2291
antenna_found_initial=0
grt_usage=0.132
grt_pass1_wl_mm=12.3
grt_start_max_net_pins=28
grt_overflow=0

[placed_design]
gp_congestion=0.856
port_buffers=140
dpl.cell_count=448
dpl_worst_slack_ps=-734
dp_hpwl_mm=6.76

[floorplan]
ioPinCount=140
num_rows=32
die_w_um=108
fp.dieH_um=108
core_um2=7650
dieArea_um2=11700
initCoreUtil=0.174

[hold_path]
min_from=data_9[7]
hold_class=primary input to primary output

[flow_run]
cap_violations=0
tool_warnings=34

[status]
status=finished clean

[clock_network]
cts_hold_buf=0

==> cells in the final DEF (no fill, tap or decap), types with 3 or more instances in the layout <==
master and count:
nand3b_1 19, o21ai_0 3, nor3_1 6, or4_4 3, nor2_1 4, buf_6 6
nand3_1 4, buf_4 28, a21oi_1 13, mux2i_1 14, buf_12 6, buf_2 6
a21oi_2 4, clkdlybuf4s50_1 99, a221oi_1 7, nor3b_1 3, inv_1 8, a31oi_1 7
a221oi_2 3, nor2b_1 5, o32a_1 5, a22oi_1 3, nand2_1 9, o22ai_1 3
dlygate4sd2_1 28, o2bb2ai_1 5, and3_1 3, nand2b_1 3
==> worst min path at each step <==
| stage | endpoint | slack (ps) | depth (start not counted) |
|---|---|---|---|
| CTS | data_out[4] | 1660 | 6 |
| global route | data_out[4] | 1690 | 6 |
| finish | data_out[7] | 1650 | 5 |
==> routing by layer <==
metal / GRT usage / wire length [um]
met5: 0 / 0
met4: 0.00763 / 47
met3: 0.0331 / 729
met2: 0.229 / 4150
met1: 0.168 / 3350
==> through the flow <==
| step | area (um2) | util |
|---|---|---|
| 3_5_place_dp | 2990 | 0.391 |
| 4_1_cts | 3170 | 0.415 |
| 6_report | 3200 | 0.419 |
| 2_1_floorplan | 1330 | - |
| 3_3_place_gp | 2990 | 0.391 |
| 5_1_grt | 3200 | 0.419 |
==> report_power, final <==
| group | switching, mW | internal, mW | total, mW |
|---|---|---|---|
| Combinational | 0.171 | 0.324 | 0.496 |
| Clock | 0 | 0 | 0 |
| Sequential | 0 | 0 | 0 |
| Total | 0.171 | 0.324 | 0.496 |
==> cells by family (layout without fill, tap and decap cells) <==
group                  Yosys count  after routing
multiplexers                    17             17
AND/OR/NAND/NOR                 78             78
AND-OR/OR-AND                   70             70
buffers and inverters           31            189
==> area by class of cell <==
class / count / share of cell area
Tap cell: 102 / 0.0398
Timing Repair Buffer: 178 / 0.542
Multi-Input combinational cell: 165 / 0.403
Inverter: 11 / 0.0152
==> what timing repair did <==
| action | in CTS | in global routing |
|---|---|---|
| setup endpoints to repair | 8 | 7 |
| buffers inserted | 6 | 0 |
| resized | 105 | 11 |
| cloned | 3 | 0 |
| hold endpoints to repair | 0 | 0 |
| pin swaps | 34 | 14 |
